File: ./design.v
`timescale 1 ns/1 ns
module dpsystem_top #(parameter n = 8, m = 10, j = 5, k = 12)
  (
  input Clock,                     
  input nReset,                    
  input CycleStart,                
  input signed [n-1:0] SampleData, 
  input [m-1:0] WindowDelay,       
  input [j-1:0] WindowSizePow,     
  input ReadEna,                   
  output [m+n+n+k-1:0] ReadData,   
  output FifoState_empty,
         FifoState_full            
  );
  reg [k-1:0] CycleNumber;         
  reg signed [n-1:0] ZeroOffset;   
  reg signed [n-1:0] MaxAmpl;      
  reg [m-1:0] MaxTime;             
  reg WriteEna;                    
  wire [m+n+n+k-1:0] WriteData;    
  wire signed [n-1:0] data_bin;    
  reg signed [n-1:0] data_mod;     
  reg count_start;                 
  reg [m-1:0] delay_cnt;           
  reg [j-1:0] winsize_cnt,         
              sample_cnt,          
              winsize;             
  reg [3:0] current_state,   
            next_state;      
  localparam idle = 0;       
  localparam delay = 1;      
  localparam dp_window = 2;  
  always @ (posedge Clock or negedge nReset)
    begin  
      if (!nReset) begin current_state <= 0; end
      else begin current_state <= next_state; end
    end
  always @ (*)
    begin  
      case (current_state)
        idle     : if (CycleStart) begin next_state = delay; end
                   else begin next_state = idle; end
        delay    : if (delay_cnt == 1) begin next_state = dp_window; end
        dp_window: if (winsize_cnt == 1) begin next_state = idle; end
        default  : begin next_state = idle; end
      endcase
    end
  always @ (posedge Clock or negedge nReset)
    begin  
      if (!nReset) begin CycleNumber <= 0; end
      else if (CycleStart) begin CycleNumber <= CycleNumber + 1'b1; end
    end
  always @ (posedge Clock or negedge nReset)
    begin  
      if (!nReset) begin delay_cnt <= 10; end
      else if (CycleStart) begin delay_cnt <= WindowDelay; end
      else if (current_state == delay) begin delay_cnt <= delay_cnt - 1'b1; end  
    end
  always @ (posedge Clock or negedge nReset)
    begin  
      if (!nReset) begin winsize_cnt <= 10; end
      else if (CycleStart) begin winsize_cnt <= WindowSizePow; end
      else if (current_state == dp_window) begin winsize_cnt <= winsize_cnt - 1'b1; end  
    end
  always @ (posedge Clock or negedge nReset)
    begin  
      if (!nReset) begin sample_cnt <= 0; end
      else if (next_state == dp_window) begin sample_cnt <= sample_cnt + 1; end  
      else if (next_state == idle) begin sample_cnt <= 0; end
    end   
  always @ (posedge Clock or negedge nReset)
    begin
      if (!nReset) begin winsize <= 0; end
      else if (CycleStart) begin winsize <= WindowSizePow; end  
      else if (current_state == idle) begin winsize <= 0; end
    end
  assign data_bin = {!SampleData [n-1],SampleData [n-2:0]};  
  always @ (*)
    begin  
      if (data_bin < 0) begin data_mod = data_bin * (-1); end
      else begin data_mod = data_bin; end 
    end
  always @ (posedge Clock or negedge nReset)
    begin  
      if (!nReset) begin count_start <= 0; end
      else if (current_state == 1 && next_state == 2) begin count_start <= 1; end
      else begin count_start <= 0; end
    end
  always @ (posedge Clock or negedge nReset)
    begin  
      if (!nReset) begin ZeroOffset <= 0; end
      else if (count_start) begin ZeroOffset <= data_bin/$signed(winsize); end
      else if (current_state == 2) begin ZeroOffset <= ZeroOffset + data_bin/$signed(winsize); end
      else begin ZeroOffset <= 0; end
    end
  always @ (posedge Clock or negedge nReset)
    begin  
      if (!nReset) begin MaxAmpl <= 0; MaxTime <= 0; end
      else if (current_state == 2)
        begin
          if (data_mod > MaxAmpl)  
            begin MaxAmpl <= data_bin; MaxTime <= sample_cnt; end  
        end
      else begin MaxAmpl <= 0; MaxTime <= 0; end
    end
  always @ (posedge Clock or negedge nReset)
    begin  
      if (!nReset) begin WriteEna <= 0; end
      else if (winsize_cnt == 1) begin WriteEna <= 1; end  
      else begin WriteEna <= 0; end
    end
  assign WriteData = {MaxTime, MaxAmpl, ZeroOffset, CycleNumber};
  fifo_1clk #(.BITS(m+n+n+k),.SIZE(5)) 
        fifo (.clk(Clock),.rst(nReset),.wdata(WriteData),.rdata(ReadData),
       	      .wr(WriteEna),.rd(ReadEna),.empty(FifoState_empty),.full(FifoState_full)); 
endmodule
`timescale 1 ns/1 ns
module fifo_1clk # (parameter BITS = 8, SIZE = 4)
  (
  input clk,
  input rst,
  input [BITS-1:0] wdata,
  input wr, rd,
  output reg [BITS-1:0] rdata,
  output empty, full
  );
  reg [BITS-1:0] array_reg [2**SIZE-1:0]; 
  reg [SIZE-1:0] wptr_reg, wptr_next , wptr_succ;
  reg [SIZE-1:0] rptr_reg , rptr_next , rptr_succ;
  reg full_reg, empty_reg, full_next, empty_next;  
  wire wr_en;
  always @(posedge clk)
    begin
      if (wr_en) begin array_reg [wptr_reg] <= wdata; end
    end
  always @ (*)
    begin
      if (rd) begin rdata = array_reg [rptr_reg]; end
      else begin rdata = 0; end
    end
  assign wr_en = wr & ~full_reg;
  always @ (posedge clk or negedge rst)
    begin
      if (!rst)
        begin
          wptr_reg <= 0;
          rptr_reg <= 0;
          empty_reg <= 1'b1;
          full_reg <= 1'b0;
        end
      else
        begin
          wptr_reg <= wptr_next;
          rptr_reg <= rptr_next;
          empty_reg <= empty_next;
          full_reg <= full_next;
        end
    end
  always @ (*)
    begin
      wptr_succ = wptr_reg + 1;
      rptr_succ = rptr_reg + 1;
      wptr_next  = wptr_reg;
      rptr_next  = rptr_reg;
      empty_next = empty_reg;
      full_next  = full_reg;
      case ({wr, rd})
        2'b01:  
          if (~empty_reg)  
            begin
              rptr_next = rptr_succ ;
              full_next = 1'b0;
              if (rptr_succ == wptr_reg)
                empty_next = 1'b1;
            end
        2'b10:  
          if (~full_reg)  
            begin
              wptr_next = wptr_succ;
              empty_next = 1'b0;
              if (wptr_succ == rptr_reg)
                full_next = 1'b1;
            end
        2'b11:  
            begin
              wptr_next = wptr_succ;
              rptr_next = rptr_succ;
            end
      endcase
    end
  assign full = full_reg;
  assign empty = empty_reg;
endmodule
File: ./run.sh
#!/bin/bash
# OpenROAD 26Q1-2900-gdf79404cd8, Yosys 0.63+post, stock flow scripts
make -C /OpenROAD-flow-scripts/flow DESIGN_CONFIG=/design/flow/config.mk WORK_HOME=/design/flow/orfs finish
File: ./config.mk
export PLATFORM = sky130hd
export DESIGN_NAME = dpsystem_top
export DESIGN_NICKNAME = dpsystem_top
export VERILOG_FILES = /design/flow/design.v
export SDC_FILE = /design/flow/constraint.sdc
export NUM_CORES = 4
export LEC_CHECK = 1
export CORE_UTILIZATION = 50
File: ./constraint.sdc
current_design dpsystem_top

set clk_period 18.5
set clk_io_pct 0.2

create_clock -name clk0 -period $clk_period [get_ports {Clock}]

set non_clock_inputs [all_inputs -no_clocks]
set_input_delay [expr $clk_period * $clk_io_pct] -clock clk0 $non_clock_inputs
set_output_delay [expr $clk_period * $clk_io_pct] -clock clk0 [all_outputs]
==> impl_metrics.env <==
# flow metrics
export IMPL_drc=0
export IMPL_cts_tree="built"
export IMPL_gr_max_usage_layer="met2"
export IMPL_die_area_sq_um=93300
export IMPL_start_kind="input port"
export IMPL_drv_cap=0
export IMPL_critPathArrivalTime_ns=17.41
export IMPL_synthArstFlopShare=0.0654
export IMPL_drive_above_1_share=0.254
export IMPL_final_cells=3687
export IMPL_via_per_inst=6.05
export IMPL_grt_pass1_wl_um=159000
export IMPL_synth_flops=1132
export IMPL_vias=22300
export IMPL_drt_iter0_drc=1399
export IMPL_place_inst=3471
export IMPL_crit_path_max_fanout=9
export IMPL_grt_met1_usage=0.352
export IMPL_cp_slowest_cell="nor4_1"
export IMPL_cp_top_family="AND-OR/OR-AND gates"
export IMPL_pwr_density_cell_nw_per_um2=150
export IMPL_period_used=0.912
export IMPL_clock_root_buffer="clkbuf_16"
export IMPL_cts_buffers=114
export IMPL_fmax_ghz=0.0593
export IMPL_gr_usage_met3=0.196
export IMPL_synth_distinct_cells=61
export IMPL_grt_pass1_vias=24800
export IMPL_hold_class="reg -> reg"
export IMPL_status="finished, final reports clean"
export IMPL_insertion_delay_ns=0.69
export IMPL_hpwl_um=58800
export IMPL_grt_ovfl_total=0
export IMPL_wl_per_cell_um=28.8
export IMPL_ant_nets=0
export IMPL_cp_end_kind="flop"
export IMPL_nFillCells=6404
export IMPL_diodes=0
export IMPL_synth_area_sq_um=46000
export IMPL_timing_slew_headroom=0.345
export IMPL_dr_pass1_iters=5
export IMPL_grt_max_degree=69
export IMPL_die_x_um=305
export IMPL_vdd_drop_max_uv=210
export IMPL_ys_cells=2244
export IMPL_synthCells=2244
export IMPL_synth_warnings=2
export IMPL_tool_warnings=32
export IMPL_die_y_um=305
export IMPL_timing_final_crit_period_ns=16.87
export IMPL_leakage_nw=17.1
export IMPL_pre_cts_slack_ns=0.955
export IMPL_crit_type="in -> reg"
export IMPL_fin_ws_ns=1.63
export IMPL_clk_pin_slew_ns=0.06
export IMPL_io_pins=67
export IMPL_setup_tns_ns=0
export IMPL_cp_required_ns=19.04
export IMPL_hold_slack_ns=0.486
export IMPL_maxSlewViolCount=0
export IMPL_antenna_found_initial=0
export IMPL_final_seq_area_sq_um=33600
export IMPL_clk_path_buf_depth=3
export IMPL_edf_count=1056
export IMPL_untimed_endpoints=4
export IMPL_fp_util=0.508
export IMPL_largest_register_ffs=1056
export IMPL_use_met2=0.382
export IMPL_gp_congestion=0.837
export IMPL_critPathBufInv=6
export IMPL_postCtsSetupRepairBufs=0
export IMPL_critPathMaxStageDelay_ns=0.57
export IMPL_rows=110
export IMPL_ctsResizeCount=0
export IMPL_cp_common_cell="ha_1"
export IMPL_globalRouteTotalUtil=0.265
export IMPL_drt_wl_total_um=106000
export IMPL_port_buffer_count=61
export IMPL_yosys_stat_area_sq_um=46000
export IMPL_rrSetupSlack_ns=4.34
export IMPL_unclocked_pins=2
export IMPL_setup_viol=0
export IMPL_finClkSkew_ns=0.0306
export IMPL_comb_area_sq_um=12100
export IMPL_worst_pin_slew_ns=0.980
export IMPL_avgSynthCellArea_sq_um=20.5
export IMPL_rsz0062_at_grt="false"
export IMPL_core_area_sq_um=90600
export IMPL_area_growth_pct=13.5
export IMPL_holdBufCountCts=0
export IMPL_ff_type="edfxtp_1"
export IMPL_fin_util=0.577
export IMPL_htree_num_levels=3
export IMPL_report_final_hold_viol_count=0
worst reg2reg max path: cells and delay by family (launching register included):
family	cells	cell delay, ns
flops	1	0.48
buf+inv	6	1.19
fa+ha+maj	10	3.03
xor+xnor	1	0.13
simple gates	14	2.76
compound gates	26	5.11
mux	4	1.37
cell usage in the layout (no fill, tap or decap), drive strengths merged, types with 8 or more instances in the layout:
| master | n |
|---|---|
| mux4 | 330 |
| inv | 42 |
| mux2 | 16 |
| o21a | 15 |
| mux2i | 40 |
| nand4 | 13 |
| a21oi | 44 |
| xor2 | 26 |
| buf | 89 |
| a21o | 8 |
| xnor2 | 48 |
| nand3 | 30 |
| ha | 66 |
| edfxtp | 1056 |
| nor2b | 10 |
| clkdlybuf4s50 | 60 |
| dfrtp | 69 |
| o21ai | 59 |
| nand2 | 51 |
| clkbuf | 146 |
| nor3 | 14 |
| nor2 | 108 |
| clkinv | 60 |
| conb | 11 |
final timing paths:
check	startpoint	to	depth (start not counted)
setup / recovery	SampleData[3]	ZeroOffset[7]	61
hold reg to reg	sample_cnt[4]	sample_cnt[4]	1
min in group asynchronous	nReset	CycleNumber[3]	1
setup reg to reg	winsize[0]	ZeroOffset[7]	61
hold / removal	sample_cnt[4]	sample_cnt[4]	1
max in group asynchronous	nReset	fifo.rptr_reg[3]	2
cells in the mapped netlist, drive strengths merged (6+ instances only):
| master | number | share of area |
|---|---|---|
| nand2b | 7 | 0.00095 |
| o31ai | 7 | 0.0014 |
| clkbuf | 65 | 0.0053 |
| inv | 39 | 0.0032 |
| o21a | 15 | 0.0024 |
| edfxtp | 1056 | 0.69 |
| mux4 | 330 | 0.16 |
| nor2b | 10 | 0.0014 |
| nand2 | 51 | 0.0042 |
| a21o | 8 | 0.0013 |
| nor2 | 108 | 0.0088 |
| xnor2 | 48 | 0.0091 |
| buf | 42 | 0.0043 |
| ha | 66 | 0.018 |
| o41ai | 6 | 0.0011 |
| xor2 | 26 | 0.0051 |
| a21oi | 44 | 0.0048 |
| nand3 | 30 | 0.0033 |
| dfrtp | 69 | 0.038 |
| nand4 | 13 | 0.0018 |
| mux2i | 40 | 0.0087 |
| mux2 | 16 | 0.0041 |
| o211ai | 7 | 0.0014 |
| nand3b | 7 | 0.0011 |
| o21ai | 59 | 0.0064 |
| nor3 | 14 | 0.0015 |
layer usage:
metal,vias to the layer above,share of wire,routed length (um)
met5,-,0.00071,76
met4,2,0.022,2340
met3,152,0.16,17500
met2,1389,0.49,51700
met1,11200,0.33,34800
li1,9611,-,-
logic make-up (layout without fill, tap and decap cells):
logic type                 Yosys count  in the layout  synth area share
buffers and inverters              147            405            0.0129
and+or+nand+nor                    264            264            0.0266
other                                2             11          0.000163
latches                              2              2          0.000652
muxes                              386            386             0.174
adders and majority gates           67             67            0.0184
xor gates and xnor gates            74             74            0.0142
DFF                               1130           1130             0.729
AOI/OAI and AO/OA                  172            172            0.0236
layout make-up:
cell class	count	share of cell area
Clock inverter	70	0.0102
Tap cell	1176	0.0282
Timing Repair Buffer	149	0.0248
Clock buffer	146	0.0583
Sequential cell	1132	0.644
Inverter	40	0.00288
Multi-Input combinational cell	974	0.232
per-stage QoR:
stage,total power [mW],cell area (sq um)
after floorplan,5.03,46100
after global placement,5.71,48600
after detailed placement,5.73,48600
after CTS,7.93,52200
after global routing,8.29,52200
final,7.84,52200
where the power goes:
| part | switching, mW | internal [mW] |
|---|---|---|
| Combinational | 1.34 | 1.30 |
| Clock | 0.934 | 1.26 |
| Sequential | 0.0892 | 2.91 |
No activity file was given, so power comes from the tool's default toggle rates.
